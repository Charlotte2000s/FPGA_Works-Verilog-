==> design.v <==
module counter_24(clk, rst, seg_led_1,seg_led_2);
input clk, rst;
output [8:0] seg_led_1, seg_led_2;
reg [28:0] cnt1=0;
reg [4:0] stime = 5'd24;
reg [3:0] data1=4'b0010;
reg [3:0] data2=4'b0100;
reg clk_1hz=0;
always@(posedge clk)
	begin
		if(cnt1<5999999)
			cnt1<=cnt1+1'b1;
		else
		begin
			cnt1<=0;
			clk_1hz<=!clk_1hz;
		end
	end
always@(posedge clk_1hz or negedge rst)
	begin 
		if(!rst)
			stime<=5'd24;
		else if(stime>0)
			stime<=stime-1;
		else
			stime<=5'd24;
	end
   reg [8:0] seg [15:0];                                             
       initial                                                          
	    begin
         seg[0] = 9'h3f;                                            
	      seg[1] = 9'h06;                                            
	      seg[2] = 9'h5b;                                            
	      seg[3] = 9'h4f;                                            
	      seg[4] = 9'h66;                                            
	      seg[5] = 9'h6d;                                            
	      seg[6] = 9'h7d;                                            
	      seg[7] = 9'h07;                                            
	      seg[8] = 9'h7f;                                            
	      seg[9] = 9'h6f;                                            
			seg[10] = 9'h77;                                           
			seg[11] = 9'h7c;                                           
			seg[12] = 9'h39;                                           
			seg[13] = 9'h5e;                                           
			seg[14] = 9'h79;                                           
			seg[15] = 9'h71;                                           
       end
always@(*)
begin
	data1<=stime/10;
	data2<=stime%10;
end
	assign seg_led_1 = seg[data1];
	assign seg_led_2 = seg[data2];
endmodule
==> run.sh <==
#!/bin/bash
# OpenROAD 26Q1-2900-gdf79404cd8, Yosys 0.63+post, stock flow scripts
make -C /OpenROAD-flow-scripts/flow DESIGN_CONFIG=/design/flow/config.mk WORK_HOME=/design/flow/orfs finish
==> config.mk <==
export PLATFORM = sky130hd
export DESIGN_NAME = counter_24
export DESIGN_NICKNAME = counter_24
export VERILOG_FILES = /design/flow/design.v
export SDC_FILE = /design/flow/constraint.sdc
export NUM_CORES = 4
export LEC_CHECK = 1
export CORE_AREA = 10 10 113 113
export DIE_AREA = 0 0 123 123
==> constraint.sdc <==
current_design counter_24

set clk_period 3.7
set clk_io_pct 0.2

create_clock -name clk0 -period $clk_period [get_ports {clk}]

set non_clock_inputs [all_inputs -no_clocks]
set_input_delay [expr $clk_period * $clk_io_pct] -clock clk0 $non_clock_inputs
set_output_delay [expr $clk_period * $clk_io_pct] -clock clk0 [all_outputs]
==> impl_metrics.csv <==
group,metric,value,unit
run_status,status,"finished, final reports clean",
detailed_routing,vias,1588,
worst_setup_path,cp.arrival,2060,ps
place,place.gp.congestion,0.8208,
synthesis,async_flop_share,14.29,%
timing,timing_worst_slew_pin_value,493.7,ps
floorplan,rows,37,
timing,setup_viol,0,
timing,rsz0062_at_grt,"no",
synthesis,synth_flops,35,
flow_run,warnings,32,
worst_setup_path,critPathKind,"register to register",
pwr,cellLeakagePower,0.8330,nW
timing,worst_slack,1804,ps
cts,root_buffer,"clkbuf_8",
global_route,grt_pass1_vias,1531,
synthesis,syn_area_per_cell,8.742,µm²
detailed_routing,first_pass_iters,4,
floorplan,die_height,123,µm
floorplan,fp_util,19.82,%
synthesis,synth-edff-count,1,
floorplan,die_x,123,µm
timing,finalCriticalPeriod,1896,ps
cts,ctsHtreeMaxLevel,2,
timing,unclocked_pins,5,
cts,post-cts-setup-buffers,0,
synthesis,synth_cell_types,53,
global_route,overflow,0,
cells_and_area,final_layout_size_suffix_gt1_share,8.268,%
worst_setup_path,reg2reg_from,"cnt1[3]$_SDFF_PP0_",
detailed_routing,viasPerCell,4.072,
worst_setup_path,cp-startpoint,"cnt1[3]$_SDFF_PP0_",
flow_run,cap_violations,0,
cells_and_area,fill_cells,1113,
timing,skew,4.874,ps
worst_setup_path,start_kind,"register",
pwr,switching_share,19.79,%
synthesis,syn_area,2046,µm²
synthesis,syn_inst,234,
place,port_buffers,14,
global_route,grt_pass1_wl,7051,µm
cells_and_area,logic_area,1205,µm²
cts,numCtsBuffers,5,
timing,tns,0,ps
pwr,power_frac_seq,56.4,%
detailed_routing,finalWirelength,3753,µm
synthesis,ys_chip_area,2046,µm²
timing,fin_crit_sh,51.23,%
cts,cts.repair.resized,0,
timing,slew_violations,0,
cts,cts_tree,"done",
synthesis,yosysWarnings,1,
detailed_routing,drtIter0Drc,122,
worst_setup_path,path_max_fanout,15,
cts,clk_latency,280,ps
pwr,p_comb_share,1.1,%
cts,clk_path_buf_depth,2,
worst_setup_path,required,3870,ps
pwr,pwr-share-clk,42.5,%
detailed_routing,routedWlPerCell,9.623,µm
timing,max-slew-margin-rel,66.23,%
pwr,switching_power,0.0001226,W
detailed_routing,n_antenna_cell,0,
synthesis,synth_seq_share,36.09,%
floorplan,core,10320,µm²
pwr,power_density,258.8,nW/µm²
timing,fmax,0.5275,GHz
global_route,grt_usage,5.341,%
detailed_routing,ant_nets,0,
worst_setup_path,worst_setup_path_end_kind,"register",
floorplan,dieArea,15130,µm²
synthesis,ff_type,"dfxtp_1",
place,hpwl,2874,µm
worst_hold_path,hold_start,"cnt1[0]$_SDFF_PP0_",
detailed_routing,drc_errors,0,
cts,postCtsHoldBufs,0,
timing,untimed_endpoints,18,
place,dp_slack,1828,ps
pwr,internal_power,0.0004968,W
worst_hold_path,hold_path.class,"register to register",
cts,clkTransAtPathRegs,60,ps
global_route,grt_max_degree,16,
synthesis,ys_cells,234,
cells_and_area,synthToLayoutAreaGrowth,17.00,%
pwr,vdd_drop_max,133.0,µV
floorplan,pin_count,20,
global_route,antenna_found_initial,0,
timing,hold_viol,0,
cells_and_area,seq_area,738.2,µm²
-- through the flow --
stage,hold WS (ps),std cells,util [%],instance area (µm²),power [W]
floorplan,429.8,243,-,2079,0.0003633
global placement,450.3,382,22.30,2302,0.0003640
detailed placement,457.9,382,22.30,2302,0.0003644
CTS,474.3,390,23.19,2394,0.0006294
global route,517.4,390,23.19,2394,0.0006479
finish,471.5,390,23.19,2394,0.0006194
-- layer usage --
layer / track usage, % / up-vias / wire length (µm)
li1: - / 831 / -
met1: 7.425 / 731 / 1852
met2: 8.568 / 23 / 1692
met3: 1.341 / 3 / 178
met4: 0.5095 / 0 / 29
met5: 0 / - / 0
-- cell usage after synthesis, drive strengths merged (3+ instances only) --
master	n	area share, %
nand4	5	2.3
dfrtp	3	3.7
and3	3	0.92
nor3	8	2.2
nor2	38	7.3
dfxtp	29	28
o21ai	8	2.0
nand3	11	2.7
nand2	17	3.1
nand2b	3	0.92
nor2b	5	1.5
a31oi	4	1.2
buf	12	4.6
ha	13	8.0
inv	11	2.0
xnor2	9	3.9
xor2	12	5.1
a21oi	11	2.7
-- worst paths after layout --
check	end	cells after the start	slack [ps]
worst max-delay path	cnt1[2]$_SDFF_PP0_	6	1800
worst min-delay path	cnt1[0]$_SDFF_PP0_	1	470
worst max register to register	cnt1[2]$_SDFF_PP0_	6	1800
worst min register to register	cnt1[0]$_SDFF_PP0_	1	470
-- layout by cell type (no fill, tap or decap), drive strengths merged, types with 2 or more instances in the layout --
master         instances
and3                   3
nor4                   2
nor2                  38
maj3                   2
a31oi                  4
nand3                 11
a21oi                 11
dfxtp                 29
o211ai                 2
xnor2                  9
dfrtp                  3
nand2                 17
o2111ai                2
nand2b                 3
clkdlybuf4s50         14
xor2                  12
dfstp                  2
nor2b                  5
ha                    13
conb                  11
nor3                   8
inv                   11
o21ai                  8
clkbuf                 7
nand4                  5
-- state kept, by name, summed over array words and instances, names as in the netlist --
name     cells
stime        5
clk_1hz      1
cnt1        29
-- cells by family (layout without fill, tap and decap cells) --
group	count (synthesis)	count (layout)	synth area share, %
simple gates	96	96	23.12
other cells	2	11	0.3671
xor+xnor	21	21	8.991
flops	35	35	36.09
compound gates	40	40	14.56
mux	2	2	1.223
buf+inv	23	34	6.666
fa+ha+maj	15	15	8.991
-- final cells by class --
cell class	count	share of cell area, %
tap	136	7.109
clock inverter	1	0.2091
sequential	35	30.84
clock buffer	7	3.607
timing repair buffer	15	6.168
multi-input combinational	185	50.34
inverter	11	1.725
-- power groups by stage --
stage         clock (W)  sequential (W)  combinational (W)
finish         0.000263        0.000350         0.00000684
CTS            0.000272        0.000350         0.00000744
global route   0.000289        0.000351         0.00000849
-- critical path, stage by stage, from the launching register on --
cell	delay, ps
dfxtp_1	450
nand4_4	190
o21ai_1	170
o2111ai_1	140
a32oi_2	450
buf_4	300
nor2_1	70
Power and IR drop assume default switching activity.
