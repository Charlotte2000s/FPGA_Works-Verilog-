==> ./design.v <==
module secret_box(rgb_led, led, segdata, rst, clk, segled, key_pulse, ce);
	input [3:0] segdata;   
	input clk;             
	input rst;             
	input key_pulse;       
	input ce;              
	output led;            
	output [2:0] rgb_led;  
	output [8:0] segled;   
	reg [8:0] seg [15:0];
	reg [15:0] cnt;         
	reg [1:0] ini_cnt;      
	reg [2:0] rgb_cnt;     
	reg [3:0] password = 4'b0110;   
	initial
	 begin
         seg[0] = 9'h3f;                                            
	      seg[1] = 9'h06;                                            
	      seg[2] = 9'h5b;                                            
	      seg[3] = 9'h4f;                                            
	      seg[4] = 9'h66;                                            
	      seg[5] = 9'h6d;                                            
	      seg[6] = 9'h7d;                                            
	      seg[7] = 9'h07;                                            
	      seg[8] = 9'h7f;                                            
	      seg[9] = 9'h6f;                                            
		  seg[10] = 9'h77;                                           
		  seg[11] = 9'h7c;                                           
		  seg[12] = 9'h39;                                           
		  seg[13] = 9'h5e;                                           
		  seg[14] = 9'h79;                                           
	      seg[15] = 9'h71;                                           
       end
	assign segled = seg[segdata];
	always@(negedge ce)
		begin
			if(segdata != password)    
			begin
				ini_cnt <= 1;          
			end
			else
			begin
				ini_cnt <= 0;           
			end
		end
	always @ (posedge key_pulse)
		begin
			if (segdata == password)  
			begin
				cnt <= 0;              
				rgb_cnt <= 1;          
			end
			else         
			begin
				cnt <= cnt + 1;    
				rgb_cnt <= 2;      
				if (cnt >= 6)      
					begin
						rgb_cnt <= 0;    
					end
			end
		end
	reg [24:0] cnt1;        
	reg [24:0] cnt2;        
	reg flag;               
	parameter   CNT_NUM = 2400;	 
	always@(posedge clk or negedge rst) begin 
		if(!rst) begin
			cnt1<=13'd0;
			end 
                else begin
		     if(cnt1>=CNT_NUM-1) 
                        cnt1<=1'b0;
		     else 
                        cnt1<=cnt1+1'b1; 
                    end
		end
	always@(posedge clk or negedge rst) begin 
		if(!rst) begin
			cnt2<=13'd0;
			flag<=1'b0;
			end 
                else begin
		     if(cnt1==CNT_NUM-1) begin               
			if(!flag) begin                      
				if(cnt2>=CNT_NUM-1)          
                                    flag<=1'b1;
				else
                                    cnt2<=cnt2+1'b1;
			end else begin                      
				if(cnt2<=0)                 
                                    flag<=1'b0;
				else 
                                    cnt2<=cnt2-1'b1;
			end
			end
                            else cnt2<=cnt2;               
			end
			end
	assign	led = ((cnt1<cnt2)&(cnt == 0)&(ini_cnt == 0))?1'b1:1'b0;
	assign   rgb_led = rgb_cnt;
endmodule
==> ./run.sh <==
#!/bin/bash
# OpenROAD 26Q1-2900-gdf79404cd8, Yosys 0.63+post, stock flow scripts
make -C /OpenROAD-flow-scripts/flow DESIGN_CONFIG=/design/flow/config.mk WORK_HOME=/design/flow/orfs finish
==> ./config.mk <==
export PLATFORM = sky130hd
export DESIGN_NAME = secret_box
export DESIGN_NICKNAME = secret_box
export VERILOG_FILES = /design/flow/design.v
export SDC_FILE = /design/flow/constraint.sdc
export NUM_CORES = 4
export LEC_CHECK = 1
export CORE_UTILIZATION = 30
==> ./constraint.sdc <==
current_design secret_box

set clk_period 6.4
set clk_io_pct 0.2

create_clock -name clk0 -period $clk_period [get_ports {ce}]
create_clock -name clk1 -period $clk_period [get_ports {clk}]
create_clock -name clk2 -period $clk_period [get_ports {key_pulse}]

set non_clock_inputs [all_inputs -no_clocks]
set_input_delay [expr $clk_period * $clk_io_pct] -clock clk0 $non_clock_inputs
set_output_delay [expr $clk_period * $clk_io_pct] -clock clk0 [all_outputs]
==> run notes <==
Per STA, the worst path accumulates the most delay in the family buffers and inverters. The hold-fix buffer count after cts was 0. The launch point of the worst min-delay path is recorded as cnt[0]. The tools report the total half-perimeter wirelength after legalization and detailed placement as 7890 um. TritonCTS built the clock tree. The run gives 0 as the initial antenna violation count. For reference, the post-synthesis area per instance comes to 8.56 um2.

At the placement stage, the worst setup path has a slack of 0.662 ns. The final report gives the core utilization as 35.3%. The tools report the part of the power in registers as 48.3%. The number of warnings the tools reported was 36. The synthesis run shows the most used standard cells to be 58 x sky130_fd_sc_hd__ha_1, 56 x sky130_fd_sc_hd__nand2_1, 51 x sky130_fd_sc_hd__dfrtp_1, 51 x sky130_fd_sc_hd__nor2_1, 45 x sky130_fd_sc_hd__o21ai_0. The reg-to-reg critical path startpoint is flag. The run gives 46 for the cell row count. The global-route congestion overflow total is 0. For this design the top-level I/O count stands at 21. The report lists the number of cells resized after CTS as 0. In the final routed layout, each cell accounts on average for 12.8 um. After synthesis, the share of flip-flops with an asynchronous set or reset is 72.9%. The post-CTS setup buffer count came out at 0. The main area contributors are sky130_fd_sc_hd__dfrtp_1 26%, sky130_fd_sc_hd__ha_1 14%, sky130_fd_sc_hd__dfxtp_1 7.6%.

The height of the die came out at 131 um. STA classifies the critical path endpoint as an output port. The synthesized netlist occupies a cell area of 0.00500 mm2. The run gives 131 um for the horizontal die dimension. The run finished with clean final reports.

In this run, synthesis inferred 0 flip-flops with an integrated enable. Per the OpenROAD power report, leakage power amounts to 2.43 nW. Per the post-route antenna check, the number of violating nets is 0. The critical path buffer and inverter count is 1. Setup repair after global routing left no endpoint under its margin. For the critical path data required time, the log shows 5.12 ns. Summing internal, switching and leakage power gives 1.03 mW. In this run the worst setup path begins at ini_cnt[0].

The internal portion of the total power is 0.784 mW. For the via count, the log shows 4084. After synthesis, flip-flops and latches occupy 33.1% of the total area. In the synthesized netlist the dominant register cell turns out to be sky130_fd_sc_hd__dfrtp_1. The routed design shows a via density per instance of 4.92. STA classifies the critical path startpoint as a flop.

Most frequently used cell type in the post-synthesis netlist: sky130_fd_sc_hd__ha_1. In this run the full chip footprint comes out at 0.0172 mm2. The first global-routing pass estimated 18500 um of wire. The type of the tightest min-delay check is flop to flop.

For the setup slack of the critical path after layout, the log shows 0.642 ns. Entering global routing, the biggest net connects 52 pins. For this block, the initial DRC count from the detailed router was 325.

Across all checked pins, the minimum headroom to the slew limit is 50.4%. At the pin with the least slew margin, the transition time is 0.740 ns. The run gives 0 ns as the final sum of negative setup slack. After synthesis, the design contains 585 cells according to Yosys. The data arrival time reported for the critical path is 4.48 ns. Effective utilization at floorplan: 31.2%. On the critical path, the stage with the largest delay is an instance of sky130_fd_sc_hd__clkdlybuf4s50_1.

The count of yosys warnings during synthesis was 1; the area added between synthesis and finish was 13.2%. The first detailed-routing pass took 4 iterations. With the maximum fanout along the worst path at 1, the share of Yosys cell area claimed by the top area cell type is 25.5%. Counting distinct cell types in the post-synthesis netlist gives 64. The antenna diode count was 0.

The DRC violation count after routing is 0. The critical path in this run is classified as flop to output port. Listed in order, past its start point the critical path passes nand2_1 -> nor4_1 -> o311a_1 -> clkdlybuf4s50_1. In the final layout, the share of cells above drive strength 1 is 4.56%. The area of the placeable core is 0.0161 mm2. The congestion estimate from routability-driven global placement came to 0.893.

Net switching is 23.9% of the power. The run gives 1610 for the count of fill cells added during filler insertion. With the total global routing track utilization at 13.1%, the post-layout instance count excluding filler cells is 830. With the number of global-route vias before repair at 3764, the final number of setup-violating endpoints is 0. Among all stages on the critical path, the maximum delay recorded is 0.47 ns. Per the post-synthesis report, the number of cells in the design is 585. The tools report the detailed-route wire length as 10700 um. Relative contribution of combinational cells to total power: 9.9%. The worst VDD IR drop from the latest analysis is 173 uV. The number of placed instances, taps included, is 818.

After clock tree synthesis, the clock-pin slew on the worst setup and hold paths is 0.05 ns. In this run, synthesis produced a sequential element count of 70. For this design the total switching power over the nets is 0.246 mW.

The worst setup skew after layout was 0.00508 ns. The largest total area in the synthesized netlist belongs to sky130_fd_sc_hd__dfrtp_1. The flow reports that the clock network draws 41.7% of the design power. The final max-slew violation count recorded for this run is 0. Yosys reports a chip area of 0.00500 mm2.

Max-cap violations in this run came to 0. Quantity of I/O buffers inserted on ports: 15. Total power normalized to cell area comes to 182 mW/mm2. The run gives 0 for the final tally of hold violations.
==> stage by stage <==
step / cell area (um2) / hold WS [ns]
global placement: 5420 / 0.443
floorplan: 5060 / 0.430
detailed placement: 5420 / 0.453
finish: 5670 / 0.462
CTS: 5670 / 0.464
global route: 5670 / 0.483
==> layout make-up <==
cell class	instances	area [um2]	share of cell area (%)
clock buffers	11	241	4.26
clock inverters	2	11.3	0.199
inverters	41	154	2.72
multi-input cells	471	3160	55.7
flip-flops and latches	70	1660	29.2
well taps	216	270	4.77
repair buffers	19	175	3.09
==> per-layer routing <==
metal	up-vias	share of wire [%]	global-route usage, %
met5	-	0	0
met4	0	1.2	1.57
met3	12	4.7	1.89
met2	68	43	19.0
met1	1867	51	21.2
li1	2137	-	-
==> registers in the layout, summed over array words and instances (netlist names) <==
register / cells
flag: 1
cnt2: 25
ini_cnt: 1
cnt1: 25
cnt: 16
rgb_cnt: 2
==> logic make-up (layout without fill, tap and decap cells) <==
| logic type | Yosys count | after routing | synth area share [%] |
|---|---|---|---|
| simple gates | 209 | 209 | 20.7 |
| compound gates | 142 | 142 | 18.0 |
| flops | 70 | 70 | 33.1 |
| fa+ha+maj | 59 | 59 | 14.9 |
| buf+inv | 59 | 73 | 4.95 |
| xor+xnor | 40 | 40 | 7.00 |
| mux | 5 | 5 | 1.27 |
| other cells | 1 | 16 | 0.0749 |
==> cell usage in the layout (no fill, tap or decap), types with 5 or more instances in the layout <==
cell type and count:
sky130_fd_sc_hd__a21o_1 12, sky130_fd_sc_hd__nor2_1 51, sky130_fd_sc_hd__clkdlybuf4s50_1 14, sky130_fd_sc_hd__a41oi_1 5, sky130_fd_sc_hd__nand3_1 19, sky130_fd_sc_hd__dfrtp_1 51, sky130_fd_sc_hd__nor3_1 15, sky130_fd_sc_hd__o21ai_0 45
sky130_fd_sc_hd__inv_1 41, sky130_fd_sc_hd__xnor2_1 17, sky130_fd_sc_hd__o21a_1 5, sky130_fd_sc_hd__conb_1 16, sky130_fd_sc_hd__a21oi_1 41, sky130_fd_sc_hd__dfxtp_1 19, sky130_fd_sc_hd__clkbuf_16 8, sky130_fd_sc_hd__nand2_1 56
sky130_fd_sc_hd__ha_1 58, sky130_fd_sc_hd__nor2b_1 7, sky130_fd_sc_hd__nor4_1 9, sky130_fd_sc_hd__and3_1 12, sky130_fd_sc_hd__nand4_1 13, sky130_fd_sc_hd__xor2_1 23, sky130_fd_sc_hd__nand2b_1 5
==> worst reg2reg max path: stages, from the launching register on <==
cell	delay, ns
sky130_fd_sc_hd__dfrtp_1	0.32
sky130_fd_sc_hd__buf_4	0.33
sky130_fd_sc_hd__ha_1	0.36
sky130_fd_sc_hd__nor2b_1	0.16
sky130_fd_sc_hd__o31a_1	0.26
sky130_fd_sc_hd__o21ai_0	0.33
sky130_fd_sc_hd__nand2_1	0.19
sky130_fd_sc_hd__a41oi_1	0.35
sky130_fd_sc_hd__mux2i_1	0.26
sky130_fd_sc_hd__xnor2_1	0.13
==> power by group through the flow <==
stage | clock (mW) | sequential (mW) | combinational [mW]
final | 0.430 | 0.498 | 0.102
after CTS | 0.444 | 0.497 | 0.104
after global routing | 0.459 | 0.502 | 0.121
==> path summary, 6_finish.rpt <==
check	cells after the start	to	slack, ns
min in group clk1	1	cnt1[0]	0.51
min reg2reg	1	cnt[0]	0.46
max in group clk1	9	cnt2[24]	3.63
min in group clk0	1	rgb_led[0]	2.20
min in group asynchronous	2	cnt2[5]	1.08
max in group asynchronous	2	cnt1[20]	4.82
max reg2reg	9	cnt2[24]	3.63
min	1	cnt[0]	0.46
max in group clk2	6	rgb_cnt[1]	3.86
max	4	led	0.64
Power is estimated from default activity; no workload was simulated.
