**flow/design.v**
```verilog
module key_counter(clk, rst, key, seg_led);
input clk, rst;
input key;
output [8:0] seg_led;
reg [3:0] seg_r=4'b0;
reg [8:0] seg [15:0]; 
key_debounce u1(.clk2(clk), .i_key(key), .o_key(key_1));
key_debounce u2(.clk2(clk), .i_key(rst), .o_key(rst_n));
always@(negedge key_1 or negedge rst_n)
begin
	if(!rst_n)
		begin
			seg_r<=4'b0000;
		end
	else if(!key_1)
	begin
		if(seg_r>=4'b1111)
			seg_r<=4'b0000;
		else
			seg_r<=seg_r+1'b1;
	end
end
       initial                                                          
	    begin
         seg[0] = 9'h3f;                                            
	      seg[1] = 9'h06;                                            
	      seg[2] = 9'h5b;                                            
	      seg[3] = 9'h4f;                                            
	      seg[4] = 9'h66;                                            
	      seg[5] = 9'h6d;                                            
	      seg[6] = 9'h7d;                                            
	      seg[7] = 9'h07;                                            
	      seg[8] = 9'h7f;                                            
	      seg[9] = 9'h6f;                                            
			seg[10] = 9'h77;                                           
			seg[11] = 9'h7c;                                           
			seg[12] = 9'h39;                                           
			seg[13] = 9'h5e;                                           
			seg[14] = 9'h79;                                           
			seg[15] = 9'h71;                                           
       end
assign seg_led = seg[seg_r];		
endmodule
module key_debounce         
(    input  clk2,
    input  i_key,
    output  o_key);
reg r_key,  r_key_buf1, r_key_buf2;
assign o_key = r_key;
reg[15:0]cnt7;
reg clk_100hz;
always@(posedge clk2)    
begin
	if(cnt7<59999)       
cnt7=cnt7+1;
else 
begin 
cnt7=0;
clk_100hz=!clk_100hz; 
end
 end
always@(posedge clk_100hz)
begin
   r_key_buf1 <= i_key;
   r_key_buf2 <= r_key_buf1;
   if((r_key_buf1~^r_key_buf2) == 1'b1)    
           r_key <= r_key_buf2;
   else  
           r_key<=0;
end
endmodule
```
**flow/run.sh**
```bash
#!/bin/bash
# OpenROAD 26Q1-2900-gdf79404cd8, Yosys 0.63+post, stock flow scripts
make -C /OpenROAD-flow-scripts/flow DESIGN_CONFIG=/design/flow/config.mk WORK_HOME=/design/flow/orfs finish
```
**flow/config.mk**
```make
export PLATFORM = sky130hd
export DESIGN_NAME = key_counter
export DESIGN_NICKNAME = key_counter
export VERILOG_FILES = /design/flow/design.v
export SDC_FILE = /design/flow/constraint.sdc
export NUM_CORES = 4
export LEC_CHECK = 1
export CORE_UTILIZATION = 30
```
**flow/constraint.sdc**
```tcl
current_design key_counter

set clk_period 2.6
set clk_io_pct 0.2

create_clock -name clk0 -period $clk_period [get_ports {clk}]

set non_clock_inputs [all_inputs -no_clocks]
set_input_delay [expr $clk_period * $clk_io_pct] -clock clk0 $non_clock_inputs
set_output_delay [expr $clk_period * $clk_io_pct] -clock clk0 [all_outputs]
```
==> results.json <==
{
  "result_of_the_run": "completed",
  "critical-path-max-stage-delay_ps": 420,
  "timing.hold.worst_endpoint": "u1.cnt7[0]",
  "lkg_pwr_uw": 0.000822,
  "place.gp.congestion": 0.843,
  "cell_count_final_fillers_out": 312,
  "min_path_type": "reg2reg",
  "initial_utilization": 0.317,
  "globalRoute.totalOverflow": 0,
  "type_of_element_launching_the_critical_path": "flip-flop",
  "final_max_slew_viol_count": 0,
  "initial_antenna_violation_count": 0,
  "detailedPlacementHpwl_microns": 2230,
  "stage_log_warnings": 32,
  "grt_max_degree": 17,
  "filler_cell_count": 656,
  "cp_data_arrival_time_ps": 2150,
  "final_layout_size_suffix_gt1_frac": 0.0468,
  "worst_slew_pin_slew_ps": 560,
  "unconstrained_endpoints": 17,
  "route.detailed.vias_per_inst": 4.66,
  "drt_pre_antenna_iters": 6,
  "min-delay-start": "u1.cnt7[0]",
  "grt_util_all_layers": 0.0973,
  "cts_post_setup_buffers_inserted": 0,
  "timing.rr.end": "u1.cnt7[15]",
  "antenna_cells_inserted": 0,
  "wl_microns": 3130,
  "topCellsByArea": "sky130_fd_sc_hd__dfxtp_1 37%, sky130_fd_sc_hd__xnor2_1 9.8%, sky130_fd_sc_hd__nor2_1 7.2%",
  "worstSkewPairLatency_ps": 280,
  "critical_path_peak_fanout": 10,
  "unclocked_regs": 10,
  "setup-violations-final": 0,
  "cts-hold-fix-buffers": 0,
  "achievable-frequency_mhz": 504,
  "post_synth_instance_area_sq_mm": 0.00205,
  "yosys-stat-area_sq_mm": 0.00205,
  "share_clk_of_total_power": 0.398,
  "final_antenna_net_count": 0,
  "setup.worst_path.class": "reg2reg",
  "drt_iter0_drc": 56,
  "chip_area_sq_mm": 0.00715,
  "die-width_microns": 84.6,
  "number_of_cells_on_the_worst_reg_to_reg_path": 6,
  "min_period_ps": 1980,
  "timing.hold.worst_path_depth": 1,
  "grt_setup_unrepaired": "no",
  "worst_slew_margin_rel": 0.626,
  "holdWs_ps": 459,
  "synth-seq-area-share": 0.450,
  "reg2reg_slack_ps": 620,
  "cts_made_buffers": 5,
  "power-per-cell-area_mw_per_mm2": 385,
  "cp_data_required_time_ps": 2770,
  "synth_cell_type_count": 39,
  "final_min_period_over_clock_period": 0.763,
  "post-synth-top-area-cell": "sky130_fd_sc_hd__dfxtp_1",
  "port_buffers": 9,
  "post-route-worst-setup-slack_ps": 616,
  "cts.htree.levels": 2,
  "hold_viol_final": 0,
  "setup_total_negative_slack_ps": 0,
  "worstPathCellList": "ha_1, nand4_1, a211o_1, a21oi_2, buf_4, nor2_1",
  "wl_per_cell_microns": 10.0,
  "setup.worst_path.start": "u1.cnt7[0]",
  "top_cell_area_share": 0.372,
  "ys.warnings.count": 4,
  "share_comb_of_total_power": 0.004,
  "io-pin-count": 12,
  "postSynthRegisterBits": 44,
  "worst_clock_skew_ps": 3.73,
  "switching_component_of_the_power_uw": 166,
  "cts_tree": "built",
  "max-cap-violations": 0,
  "flow.area_growth_from_synthesis_pct": 11.4,
  "die_h_microns": 84.6,
  "syn_inst": 225,
  "fraction_of_power_consumed_by_sequential_logic": 0.598,
  "clock_tree_buf_depth": 2,
  "worst_setup_hold_path_clk_slew_ps": 60,
  "dpl_cells": 305,
  "cp_slowest_cell": "sky130_fd_sc_hd__a21oi_2",
  "wire_length_of_the_first_global_routing_pass_microns": 5790,
  "critical_path.reg2reg.startpoint": "u1.cnt7[0]",
  "ys_cells": 225,
  "standard_cell_core_area_sq_mm": 0.00646,
  "route.detailed.drc": 0,
  "switching_share": 0.189,
  "placementRows": 29,
  "vdd_drop_max_mv": 0.172,
  "worstSetupEndpointType": "flip-flop",
  "root_buffer": "sky130_fd_sc_hd__clkbuf_8",
  "via_count": 1454,
  "p_int_uw": 712,
  "cts-resized-gates": 0,
  "pre_cts_slack_ps": 611,
  "syn_area_per_cell_sq_um": 9.09,
  "first_global_vias": 1362
}
[how the worst max path moves through the flow]
| stage | to | slack, ps |
|---|---|---|
| global route | u1.cnt7[8] | 450 |
| CTS | u1.cnt7[3] | 600 |
| finish | u1.cnt7[15] | 620 |
[layout make-up]
cell class / instances / area (sq um) / area share
clock buffers: 7 / 76.3 / 0.0335
well taps: 77 / 96.3 / 0.0423
inverters: 12 / 45.0 / 0.0198
repair buffers: 10 / 97.6 / 0.0428
flip-flops and latches: 44 / 921 / 0.404
multi-input cells: 162 / 1040 / 0.458
[sequential cells by signal (all words and copies together) (netlist names)]
signal	flops
seg_r	4
u1.clk_100hz	1
u1.cnt7	16
u1.r_key	1
u1.r_key_buf1	1
u1.r_key_buf2	1
u2.clk_100hz	1
u2.cnt7	16
u2.r_key	1
u2.r_key_buf1	1
u2.r_key_buf2	1
[cell usage after synthesis, drive strengths merged]
| master | count |
|---|---|
| a211o | 2 |
| a21o | 2 |
| a21oi | 5 |
| a221oi | 1 |
| a22oi | 2 |
| a31oi | 3 |
| a32o | 1 |
| and2 | 2 |
| buf | 4 |
| clkbuf | 4 |
| conb | 1 |
| dfrtn | 4 |
| dfxtp | 38 |
| edfxtp | 2 |
| ha | 10 |
| inv | 12 |
| mux4 | 1 |
| nand2 | 14 |
| nand2b | 1 |
| nand3 | 11 |
| nand4 | 8 |
| nand4bb | 1 |
| nor2 | 39 |
| nor2b | 5 |
| nor3 | 8 |
| nor4 | 7 |
| o2111a | 1 |
| o21a | 1 |
| o21ai | 2 |
| o21bai | 1 |
| o32a | 1 |
| or3 | 1 |
| or4 | 1 |
| xnor2 | 23 |
| xor2 | 6 |
[stage by stage]
stage,instance area (sq um),total power [uW],utilization
after floorplan,2050,539,-
after global placement,2200,540,0.341
after detailed placement,2200,540,0.341
after CTS,2280,892,0.353
after global routing,2280,920,0.353
final,2280,878,0.353
[layout by cell type, fill, tap and decap left out, types with 4 or more instances in the layout]
cell type,Yosys,final
sky130_fd_sc_hd__nand3_1,11,11
sky130_fd_sc_hd__xnor2_1,23,23
sky130_fd_sc_hd__dfrtn_1,4,4
sky130_fd_sc_hd__dfxtp_1,38,38
sky130_fd_sc_hd__nand4_1,7,7
sky130_fd_sc_hd__nor2_1,39,39
sky130_fd_sc_hd__clkbuf_8,0,5
sky130_fd_sc_hd__nor3_1,8,8
sky130_fd_sc_hd__nor4_1,7,7
sky130_fd_sc_hd__ha_1,10,10
sky130_fd_sc_hd__nor2b_1,5,5
sky130_fd_sc_hd__nand2_1,14,14
sky130_fd_sc_hd__xor2_1,6,6
sky130_fd_sc_hd__inv_1,12,12
sky130_fd_sc_hd__clkdlybuf4s50_1,0,9
sky130_fd_sc_hd__a21oi_1,4,4
[critical path, delay by kind of cell, from the launching register on]
family / cells / cell delay, ps
simple gates: 2 / 280
compound gates: 2 / 760
fa+ha+maj: 1 / 210
flops: 1 / 370
buf+inv: 1 / 250
[layer usage]
| metal | vias up | wire [microns] | GRT usage |
|---|---|---|---|
| met5 | - | 0 | 0 |
| met4 | 0 | 61 | 0.0216 |
| met3 | 6 | 103 | 0.0219 |
| met2 | 20 | 1290 | 0.149 |
| met1 | 653 | 1680 | 0.145 |
| li1 | 775 | - | - |
[cell families after synthesis]
logic type      count (synthesis)  share of synthesized area
compound gates                 22                     0.0789
simple gates                   98                      0.231
flops                          44                      0.450
xor+xnor                       29                      0.124
other cells                     1                    0.00183
fa+ha+maj                      10                     0.0612
buf+inv                        20                     0.0416
mux                             1                     0.0110
[power groups by stage]
stage | registers, uW | clock network, uW | logic [uW]
5_1_grt | 525 | 392 | 3.48
6_report | 525 | 349 | 3.09
4_1_cts | 525 | 363 | 3.25
Power figures rest on the tool's default switching activity, not on a simulated workload.
